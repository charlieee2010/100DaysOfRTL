## design/flow/config.mk

```make
export PLATFORM = sky130hd
export DESIGN_NAME = day10
export DESIGN_NICKNAME = day10
export VERILOG_FILES = /design/flow/design.v
export SDC_FILE = /design/flow/constraint.sdc
export NUM_CORES = 4
export LEC_CHECK = 1
export CORE_AREA = 10 10 70 70
export DIE_AREA = 0 0 80 80
```

## design/flow/constraint.sdc

```tcl
current_design day10

set clk_period 1.4
set clk_io_pct 0.2

create_clock -name clk0 -period $clk_period [get_ports {clk}]

set non_clock_inputs [all_inputs -no_clocks]
set_input_delay [expr $clk_period * $clk_io_pct] -clock clk0 $non_clock_inputs
set_output_delay [expr $clk_period * $clk_io_pct] -clock clk0 [all_outputs]
```

## design/flow/design.v

```verilog
module day10 (
    input clk,
    input reset,
    input load_i,
    input [3:0] load_val_i,
    output reg [3:0] count_o
);
     reg[3:0] load_to_ff;
     reg[3:0] count_to_ff,nxt_count;
    always @(posedge clk or posedge reset) begin
        if (reset) begin
            load_to_ff <= 4'b0000;
            count_to_ff <= 4'b0000;
        end else if (load_i) begin
            load_to_ff <= load_val_i;
            count_to_ff <= nxt_count;
        end else
                count_to_ff <= nxt_count;
    end
  assign nxt_count = load_i ? load_val_i :
                              (count_to_ff == 4'b1111) ? load_to_ff :
                              count_to_ff + 4'b0001;
  assign count_o = count_to_ff;
endmodule
```

## design/flow/run.sh

```bash
#!/bin/bash
# OpenROAD 26Q1-2900-gdf79404cd8, Yosys 0.63+post, stock flow scripts
make -C /OpenROAD-flow-scripts/flow DESIGN_CONFIG=/design/flow/config.mk WORK_HOME=/design/flow/orfs finish
```

==> results.json <==
{
  "outcome": "complete, no violations",
  "finalPower_mw": 0.592,
  "r2r-start": "count_to_ff[0]",
  "ir_worst_vdd_mv": 0.291,
  "drive_gt1_share_pct": 19.3,
  "timing.final.crit_share_pct": 95.8,
  "path_delay_family": "buffers and inverters",
  "end_kind": "output port",
  "rows": 21,
  "final_area_sq_um": 596,
  "cp_cell_sequence": "clkdlybuf4s50_1",
  "power_frac_comb_pct": 25.1,
  "grt_max_degree": 14,
  "setup_violations": 0,
  "seqCellArea_sq_um": 200,
  "synth.distinct_cells": 16,
  "antenna_found_initial": 0,
  "crit_buf_inv": 1,
  "root_buffer": "clkbuf_4",
  "rr_endpoint": "count_to_ff[3]",
  "synth_flop_count": 8,
  "path_max_fanout": 2,
  "hold_violations": 0,
  "die_w_um": 80,
  "drc": 0,
  "fin_skew_ns": 0.00503,
  "fill_cells": 398,
  "avgSynthCellArea_sq_um": 9.17,
  "hold_path.class": "in2async",
  "place_hpwl_um": 717,
  "top_usage_layer": "met2",
  "crit_required_ns": 1.12,
  "fp_util_pct": 10.7,
  "clock_latency_ns": 0.25,
  "clockBufferDepth": 2,
  "yosysSeqAreaShare_pct": 54.6,
  "io_buffers": 10,
  "clkPwrFrac_pct": 29.0,
  "grt_remaining_overflow": 0,
  "pwr-share-seq_pct": 45.8,
  "gp_congestion": 0.746,
  "place_inst": 96,
  "layout.cells.non_filler": 103,
  "clk_pin_slew_ns": 0.06,
  "powerDensity_nw_per_um2": 994,
  "dr_total_vias": 336,
  "grt_pass1_wl_mm": 1.54,
  "ant_nets": 0,
  "layout-area-overhead-vs-synth_pct": 62.5,
  "syn-cell-area_sq_um": 367,
  "cp-start-kind": "flop",
  "critPathSlowestCell": "clkdlybuf4s50_1",
  "p_int_mw": 0.441,
  "swShare_pct": 25.5,
  "critical_path_arrival_ns": 1.06,
  "io_pins": 11,
  "first_pass_iters": 1,
  "reg2regPathDepth": 5,
  "met1_usage_pct": 3.25,
  "grt_util_met2_pct": 4.90,
  "coreArea_sq_um": 3420,
  "p_sw_mw": 0.151,
  "finalCriticalPeriod_ns": 1.34,
  "crit_type": "reg2out",
  "ctsHoldBuffers": 0,
  "cts_num_sinks": 8,
  "drt_iter0_drc": 0,
  "cts_buffers": 3,
  "cts_tree": "done",
  "yosys_cells": 40,
  "grt_pass1_vias": 376,
  "p_leak_nw": 0.288,
  "log.warning_count": 25,
  "grt_use_met3_pct": 1.36,
  "ys_warn_count": 3,
  "place_area_sq_um": 528,
  "viasPerCell": 3.26,
  "post_drt_wl_per_cell_um": 8.88,
  "cap_violations": 0,
  "fmax_mhz": 745,
  "dieArea_sq_um": 6400,
  "totalWireLength_um": 915,
  "logic_area_sq_um": 144,
  "slew_headroom_pct": 79.3,
  "tightest_slew_ns": 0.310,
  "rsz0062_at_grt": "no",
  "drv_slew": 0,
  "cpPeakStageDelay_ns": 0.46,
  "ys_chip_area_sq_um": 367,
  "htreeDepth": 1,
  "die.size.y_um": 80,
  "synth_cells": 40,
  "r2r_setup_slack_ns": 0.18,
  "diodes": 0,
  "grtUsageTotal_pct": 2.96
}
## cells in the final DEF, fill, tap and decap left out
| cell type | count |
|---|---|
| dfrtp_1 | 8 |
| nand2_1 | 7 |
| clkdlybuf4s50_1 | 7 |
| inv_1 | 6 |
| o21ai_0 | 5 |
| buf_4 | 5 |
| clkbuf_4 | 3 |
| dlymetal6s2s_1 | 3 |
| nor2_1 | 2 |
| a21oi_1 | 2 |
| o31ai_1 | 1 |
| nand3_2 | 1 |
| mux2i_1 | 1 |
| o311ai_0 | 1 |
| inv_2 | 1 |
| a211oi_1 | 1 |
| or4_1 | 1 |
| o311ai_1 | 1 |
| ha_2 | 1 |
## repair_timing
item | 4_1_cts | 5_1_grt
setup buffers | 4 | 0
pin swaps | 0 | 0
gates resized | 0 | 5
setup endpoints to repair | 4 | 6
## state kept, by name, summed over array words and instances (netlist names)
register,count
count_to_ff,4
load_to_ff,4
## cells by family after synthesis
group / after synthesis / synth area share, %
multiplexers: 1 / 2.73
flip-flops: 8 / 54.6
adder cells (fa/ha/maj): 1 / 3.41
buffers and inverters: 8 / 8.19
AND/OR/NAND/NOR: 11 / 12.6
AND-OR/OR-AND: 11 / 18.4
## power groups by stage
stage	Clock [mW]	Combinational [mW]	Sequential, mW
global route	0.189	0.170	0.275
finish	0.172	0.149	0.271
CTS	0.178	0.151	0.272
## per-stage QoR
stage	TNS [ns]	hold slack, ns	utilization, %	worst slack [ns]
6_report	0	0.276	17.4	0.0583
5_1_grt	0	0.316	17.4	0.0154
4_1_cts	0	0.283	17.0	0.0249
3_5_place_dp	-0.0233	0.514	15.5	-0.0233
3_3_place_gp	-0.00398	0.510	15.5	-0.00398
2_1_floorplan	0	0.0957	-	0.279
## metal layers
metal | vias to the layer above | part of all wire (%)
met2 | 5 | 52
met5 | - | 0
met4 | 0 | 0.98
met1 | 159 | 40
met3 | 2 | 6.8
li1 | 170 | -
## how the worst max path moves through the flow
stage	startpoint	end	slack [ns]	cells past startpoint
CTS	count_to_ff[1]	count_o[1]	0.02	1
global route	count_to_ff[2]	count_o[2]	0.02	1
finish	count_to_ff[2]	count_o[2]	0.06	1
## layout make-up
cell class | instances | share of cell area [%]
repair buffers | 15 | 24.4
inverters | 7 | 4.41
flip-flops and latches | 8 | 33.6
multi-input cells | 24 | 24.2
well taps | 46 | 9.66
clock buffers | 3 | 3.78
## synth_stat cells, drive strengths merged
cell type / n / area, sq um
dfrtp: 8 / 200
inv: 7 / 26.3
nand2: 7 / 26.3
o21ai: 5 / 25.0
a21oi: 2 / 10.0
nor2: 2 / 7.51
o311ai: 2 / 17.5
a211oi: 1 / 7.51
clkbuf: 1 / 3.75
ha: 1 / 12.5
mux2i: 1 / 10.0
nand3: 1 / 5.00
o31ai: 1 / 7.51
or4: 1 / 7.51
Power and IR drop assume default switching activity.
