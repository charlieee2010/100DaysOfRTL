**flow/run.sh**
```bash
#!/bin/bash
# OpenROAD 26Q1-2900-gdf79404cd8, Yosys 0.63+post, stock flow scripts
make -C /OpenROAD-flow-scripts/flow DESIGN_CONFIG=/design/flow/config.mk WORK_HOME=/design/flow/orfs finish
```
**flow/config.mk**
```make
export PLATFORM = sky130hd
export DESIGN_NAME = roundrobin_arbiter
export DESIGN_NICKNAME = roundrobin_arbiter
export VERILOG_FILES = /design/flow/design.v
export SDC_FILE = /design/flow/constraint.sdc
export NUM_CORES = 4
export LEC_CHECK = 1
export CORE_AREA = 10 10 70 70
export DIE_AREA = 0 0 80 80
```
**flow/constraint.sdc**
```tcl
current_design roundrobin_arbiter

set clk_period 1.2
set clk_io_pct 0.2

create_clock -name clk0 -period $clk_period [get_ports {clk}]

set non_clock_inputs [all_inputs -no_clocks]
set_input_delay [expr $clk_period * $clk_io_pct] -clock clk0 $non_clock_inputs
set_output_delay [expr $clk_period * $clk_io_pct] -clock clk0 [all_outputs]
```
**flow/design.v**
```verilog
module roundrobin_arbiter(
input clk,rst_n,
input [3:0] REQ,
output reg [3:0] GNT
    );
    reg[2:0] pr_state;
    reg[2:0] nxt_state;
    parameter [2:0] Sideal = 3'b000;
    parameter [2:0]     S0 = 3'b001;
    parameter [2:0]     S1 = 3'b010;
    parameter [2:0]     S2 = 3'b011;
    parameter [2:0]     S3 = 3'b100;
    always @(posedge clk or negedge rst_n)
    begin
    if(!rst_n)
     pr_state <= Sideal;
     else 
      pr_state <=nxt_state;
     end
    always@(*)
    begin   
          case(pr_state) 
            Sideal:
                     begin 
                         if(REQ[0])
                             nxt_state = S0;
                         else if (REQ[1])
                              nxt_state = S1;
                         else if (REQ[2])
                            nxt_state = S2;
                         else if (REQ[3])
                            nxt_state = S3;
                          else 
                             nxt_state =Sideal;
                     end 
               S0: 
                     begin   
                         if (REQ[1])
                            nxt_state = S1;
                         else if (REQ[2])
                            nxt_state = S2;
                         else if (REQ[3])
                              nxt_state = S3;
                         else if(REQ[0])
                             nxt_state =S0;
                         else 
                             nxt_state =Sideal;
                     end 
               S1: 
                     begin   
                          if (REQ[2])
                            nxt_state = S2;
                         else if (REQ[3])
                              nxt_state = S3;
                         else if(REQ[0])
                             nxt_state =S0;
                           else if (REQ[1])
                            nxt_state = S1;
                            else 
                             nxt_state =Sideal;
                     end 
               S2: 
                     begin   
                        if (REQ[3])
                              nxt_state = S3;
                         else if(REQ[0])
                             nxt_state =S0;
                           else if (REQ[1])
                            nxt_state = S1;
                            else if (REQ[2])
                            nxt_state = S2;
                            else 
                             nxt_state =Sideal;
                     end 
                 S3: 
                     begin   
                            if(REQ[0])
                             nxt_state =S0;
                           else if (REQ[1])
                            nxt_state = S1;
                            else if (REQ[2])
                            nxt_state = S2;
                            else if (REQ[3])
                              nxt_state = S3;
                            else 
                             nxt_state =Sideal;
                     end 
                    default: 
                     begin 
                         if(REQ[0])
                             nxt_state = S0;
                         else if (REQ[1])
                              nxt_state = S1;
                         else if (REQ[2])
                            nxt_state = S2;
                         else if (REQ[3])
                            nxt_state = S3;
                          else 
                             nxt_state =Sideal;
                    end
       endcase         
 end         
    always @(*)
     begin
        case (pr_state)
        S0: GNT=4'b0001;
        S1: GNT=4'b0010;
        S2: GNT=4'b0011;
        S3: GNT=4'b0100;
        default: GNT=4'b0000;
        endcase
     end
endmodule 
```
==> notes.org <==
* Implementation run

** Outcome
- Run status :: complete, but fails checks
- The checks that failed: setup timing.

** Setup path
- The critical path maximum fanout is 2.
- For the worst setup path, the data required time is 960 ps.
- Critical Path Start Type :: flip-flop
- Data arrival time of the critical path :: 980 ps
- Critical path endpoint category :: output port
- Critical path class :: flip-flop to output port
- The worst register-to-register path has a setup slack of 0 ps.
- Worst r2r src :: pr_state[4]
- Beginning of the critical path :: pr_state[2]

** Pwr
- In this run the power spent charging and discharging nets is 125 uW.
- Cell Int Power :: 409 uW
- Maximum VDD drop :: 0.000436 V
- Lkg Pwr :: 0.252 nW
- Looking at the power breakdown, the clock network takes 36.0% of the total.
- The switching portion of total power comes to roughly a quarter.
- Power Dens Cells :: 1040 nW/um2
- The share of total power dissipated in combinational logic is 28.2%.
- The share of total power dissipated in sequential elements is 35.8%.

** Drt
- The routed design ends up with an antenna cell count of 0.
- In the routed design, unresolved DRC markers number 0.
- Detailed-route vias per instance :: 2.88
- The first detailed-routing pass took 3 iterations.
- Number of DRC markers after the initial detailed-route iteration :: 18
- Count of antenna-violating nets left after detailed routing :: 0
- After detailed routing, the average wire length per cell comes to 8.15 um.
- In the post-route report, total wirelength is listed as 791 um.
- Vias :: ~280

** Logic synthesis
- In the synthesized netlist, the number of instances is 29.
- The gate-level netlist out of Yosys references 18 unique cell types.
- In this run the biggest area consumer among cell types represents 37.9% of the synthesized area.
- Syn_area_per_cell :: 9.10 um2
- The synthesis report lists the Yosys warning total as 1.
- Counting flops and latches in the post-synthesis netlist gives 5.
- Cell count in the Yosys report :: 29
- Sequential cells were found to cover a little under half of the synthesized design area.
- The cell area that synthesis handed to floorplanning was 264 um2.
- The synthesized design spends more area on one cell type than any other, namely sky130_fd_sc_hd__dfrtp_1.
- Synthesis area per yosys :: 264 um2
- By area the synthesized netlist is led by sky130_fd_sc_hd__dfrtp_1 38%, sky130_fd_sc_hd__dfstp_2 10%, sky130_fd_sc_hd__o211a_1 7.6%.

** GRT
- Maximum number of pins on one net before global-route repair :: 6
- Number of global-route vias before repair :: 303
- Global routing consumed, on the met3 layer, 1.36% of the routing resources.
- In the global route stage, met1 resource usage came out at around 3.4%.
- GR met2 Demand/Resource :: approximately 3.8%
- First-pass GRT wire length :: 1350 um
- Number of antenna violations at the first check in global routing :: 0
- Global-route total usage across every layer :: approximately 2.6%
- Global routing put the most usage on met2.
- The global route stage reports its total congestion overflow as 0.

** CTS
- Buffers from clock root to sink, at most :: 2
- CTS built an H-tree with a depth of 1.
- The number of clock sinks came to 5.
- Number of buffers added by the clock tree synthesis step :: 3
- Clock tree from TritonCTS :: done
- Clk slew on worst S/H paths :: approximately 40 ps
- Per the skew report, the later register of the worst-skew pair sees a clock latency of 240 ps.
- CTS placed an instance of sky130_fd_sc_hd__clkbuf_4 at the clock tree root.

** Floorplanning
- Area of the chip :: 6400 um2
- The die is 80 um tall.
- Core footprint :: around 3400 um2
- Floorplan core density :: between 7 and 8%
- During I/O placement, the number of pins put on the boundary was 10.
- For reference, the placement row count at floorplan is 21.
- The die is 80 um wide.

** STA
- Final Worst Setup Slack :: -23.1 ps
- Worst hold-check slack :: 212 ps
- Final critical delay including setup and external delays :: 1220 ps
- Post-route setup TNS :: -25.5 ps
- The highest clock rate this design can be run at is 818 MHz.
- The final hold violation count recorded for this run is 0.
- RSZ-0062 raised after global routing :: yes
- Across the routed clock network, the largest skew measured is 3.32 ps.
- Pins over their slew limit in the final report were tallied at 0.
- Cycle use final :: 102%
- Final setup viols :: 2

** Placed design
- Place WS :: -153 ps
- Port-buffer cells :: 8
- After its last routability iteration, the placer logged a weighted congestion of 0.795.
- HPWL after detailed placement :: between 600 and 700 um

** Layout
- Layout cell share with drive strength beyond 1 :: 43.1%
- Largest register FFs :: 5
- Final cell utilization of the core :: 15.0%
- Relative to the synthesized area, the layout overhead comes to 94.3%.
- Largest regs :: pr_state: 5 flops
- Ranking logic cells in the layout by count gives the top entries 11 x sky130_fd_sc_hd__buf_4, 5 x sky130_fd_sc_hd__clkdlybuf4s50_1, 4 x sky130_fd_sc_hd__dfrtp_1, 3 x sky130_fd_sc_hd__clkbuf_4.
- Top register by number of flip-flops :: pr_state
- Most common library cell in the layout ignoring fill and taps :: sky130_fd_sc_hd__buf_4

** Flow run
- Across the run, the number of max-cap violations was 0.
- In this run the tools logged warnings totalling 27.

** Min path
- The type recorded for the worst min-delay path is primary input to async pin.
-- critical path, cell delays in order (launching register included) --
cell,delay (ps)
sky130_fd_sc_hd__dfrtp_1,370
sky130_fd_sc_hd__or2_4,260
sky130_fd_sc_hd__buf_6,110
-- stage by stage --
| stage | area (um2) | total power [mW] | std cells |
|---|---|---|---|
| 4_1_cts | 493 | 0.529 | 96 |
| 6_report | 513 | 0.535 | 97 |
| 3_3_place_gp | 443 | 0.319 | 88 |
| 5_1_grt | 513 | 0.572 | 97 |
| 2_1_floorplan | 264 | 0.234 | 29 |
| 3_5_place_dp | 443 | 0.318 | 88 |
-- synthesized netlist by cell type, drive strengths merged --
cell type,count
o211a,2
a221o,1
conb,1
buf,1
or3,1
or2,2
inv,3
nand2,2
nor2,2
nand2b,2
dfstp,1
dfrtp,4
a21oi,2
a31oi,1
clkbuf,1
nor3b,1
o21ai,1
nor4,1
-- power groups by stage --
| stage | registers, mW | clock network (mW) | logic [mW] |
|---|---|---|---|
| 4_1_cts | 0.190 | 0.201 | 0.138 |
| 5_1_grt | 0.193 | 0.212 | 0.168 |
| 6_report | 0.191 | 0.192 | 0.151 |
-- final timing paths --
check / end / depth (start not counted)
max: GNT[1] / 2
max in group asynchronous: pr_state[0] / 1
max reg2reg: pr_state[3] / 3
min: pr_state[2] / 1
min in group clk0: pr_state[2] / 2
min reg2reg: pr_state[2] / 2
-- kinds of logic (layout without fill, tap and decap cells) --
kind of cell    count (synthesis)  after routing  share of synthesized area, %
flops                           5              5                          47.9
compound gates                  7              7                          19.4
buf+inv                         5             27                          8.53
simple gates                   11             11                          22.8
other cells                     1              1                          1.42
-- final cells by class --
class / count / area [um2]
inverters: 3 / 11.3
multi-input cells: 19 / 123
flip-flops and latches: 5 / 126
well taps: 46 / 57.6
clock buffers: 4 / 26.3
repair buffers: 20 / 169
fillers: 395 / 2900
-- per-layer routing --
layer	wire length [um]	share of wire, %	up-vias
li1	-	-	140
met1	380	48	130
met2	357	45	9
met3	53	6.7	0
met4	0	0	0
met5	0	0	-
-- what timing repair did --
| item | 4_1_cts | 5_1_grt |
|---|---|---|
| hold buffers | 0 | 0 |
| resized | 9 | 4 |
| pin swaps | 0 | 0 |
| buffers inserted | 4 | 1 |
| setup endpoints to repair | 3 | 4 |
Power and IR drop assume default switching activity.
