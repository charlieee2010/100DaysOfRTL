**config.mk**
```make
export PLATFORM = sky130hd
export DESIGN_NAME = alu
export DESIGN_NICKNAME = alu
export VERILOG_FILES = /design/flow/design.v
export SDC_FILE = /design/flow/constraint.sdc
export NUM_CORES = 4
export LEC_CHECK = 1
export CORE_AREA = 10 10 113 113
export DIE_AREA = 0 0 123 123
```
**constraint.sdc**
```tcl
current_design alu

set clk_period 5.8
set clk_io_pct 0.2

create_clock -name clk0 -period $clk_period

set non_clock_inputs [all_inputs -no_clocks]
set_input_delay [expr $clk_period * $clk_io_pct] -clock clk0 $non_clock_inputs
set_output_delay [expr $clk_period * $clk_io_pct] -clock clk0 [all_outputs]
```
**design.v**
```verilog
module alu(
           input [7:0] a_i,b_i,                   
           input [2:0] op_i,
           output [7:0] alu_o,
		   output carry
    );
    always @(*)
    begin
        case(op_i)
        4'b000:  
           {carry,alu_o}  = {1'b0, a_i} + {1'b0, b_i}; 
        4'b001:  
           alu_o  =  a_i - b_i ;
        4'b010:  
           alu_o  = a_i[7:0] << b_i[2:0];
        4'b011:  
           alu_o  =a_i[7:0] >> b_i[2:0];
        4'b100:  
           alu_o  = a_i & b_i;
         4'b101:  
           alu_o  = a_i | b_i;
         4'b110:  
           alu_o  = a_i ^ b_i;
         4'b111:  
		    alu_o  = (a_i == b_i) ? 1'b1 : 4'b000;
        endcase
    end
endmodule
```
**run.sh**
```bash
#!/bin/bash
# OpenROAD 26Q1-2900-gdf79404cd8, Yosys 0.63+post, stock flow scripts
make -C /OpenROAD-flow-scripts/flow DESIGN_CONFIG=/design/flow/config.mk WORK_HOME=/design/flow/orfs finish
```
==> results.txt <==
The run has ended; figures from its reports follow.

The most heavily used metal layer in global routing is met2. Global routing used 1.203% of the available met3 tracks. The logs give a warning total of 48. The remaining antenna violation count after routing came out at 0.

The initial antenna violation count is 0. The count of warnings emitted by yosys came out at 8. The post-route setup TNS came out at 0 ps. Setup repair after global routing left no endpoint under its margin.

The synthesized netlist occupies a cell area of 0.001647 sq mm. The placer's final routability congestion estimate is 0.9943.

The number of setup buffers added after CTS came out at 0. The post-route DRC violation count is 0. The distinct cell type count of the synthesized netlist is 52. The global-route wire length before repair is 9294 microns. The area of all placed cells without fillers came out at 0.002057 sq mm. STA classifies the critical path endpoint as an output pin. The type recorded for the worst min-delay path is input pin to output pin. The area taken by multi-input combinational cells is reported as 0.001456 sq mm. The total power density per cell area is 83.62 mW/mm^2. The flip-flop and latch area is 15.01 sq um. The number of hold-repair buffers added at the cts stage came out at 0. STA classifies the critical path startpoint as an input pin. The number of flip-flops under the largest register name is 1.

The flow ran to the end, and the final reports show no timing, DRC or antenna violations. The synthesized area divided by synthesized cell count came out at 7.067 sq um. The chip area from the yosys synthesis statistics is 0.001647 sq mm. The required time at the worst endpoint is listed as 4640 ps. 2 endpoints have no timing constraint. The max-capacitance violation count came out at 0. The core region area came out at 0.01032 sq mm. Max fanout on the critical path was recorded as 10. The tally of buffers added on design ports is 28. For the pin with the worst max-slew slack, the measured transition is 614.6 ps.

In the floorplan report the effective utilization is 15.95%. The synthesized instance count is 233. The area of the chip is 0.01513 sq mm.

The maximum vdd drop came out at 0.02092 mV. The number of synthesized flops with an enable pin came out at 0. The total of fill cells in the finished design is 1137. The share of post-route cells with drive strength above 1 came out at 5.622%. The number of slew-limit violations in the final report came out at 0. The smallest clock period supported by the final layout is computed as 5218 ps. According to the dpl log, the detail-placed design has an HPWL of 4823 microns. The worst-case headroom to the max-slew limit came out at 58.94%. The synthesized-area fraction occupied by xor and xnor cells came out at 3.191%. The fraction of met2 tracks used by global routing is 11.98%. The data arrival at the endpoint of the critical path is 4060 ps. The wire length per cell after detailed routing is 15.15 microns. The maximum clock rate is 191.6 MHz. The adder-cell share of the synthesized area came out at 20.67%. The worst setup path is of the input pin to output pin kind.

The repair_antennas step left the layout with diodes totalling 0. The post-synthesis cell count from yosys is 233. The worst hold slack came out at 3546 ps. The chip height is 123 microns. Summing the areas of all and, or, nand and nor instances in the mapped netlist gives 21.35% of the synthesized area. Counting flops and latches in the post-synthesis netlist gives 1. The share of synthesized cell area in and-or and or-and compound cells came out at 28.65%.

The number of rows in the core area came out at 37. The global-route congestion overflow total is 0. The final count of hold timing violations came out at 0. The via count of the first global-routing pass came to 1695. The maximum number of pins on one net before global-route repair came out at 23.

The static leakage power came out at 0.8350 nW. Once the clock tree was built, the resizer swapped 0 gates to a different size. Yosys shows that the main logic family after synthesis is AND-OR/OR-AND gates. The post-placement cell area is 0.002057 sq mm. The top cell types in the final layout, fill and taps aside, are inv_1, clkdlybuf4s50_1, ha_1. The main flop type after synthesis is dlxtn_1. The share of the cycle needed by the critical path after routing is 89.97%.

According to the floorplan report, the die width is 123 microns. Pin placement for this block handled 28 I/O pins. The overall power of the completed layout came out at 172.0 uW. After synthesis, the share of cell area in mux cells is 14.59%.

The number of non-filler instances in the completed layout is 385. The area growth from synthesis to layout is 24.92%. Global routing used 10.80% of the available met1 tracks.

The routed via count divided by cell count came out at 4.535. After the first detailed-routing iteration, the DRC count stood at 150. For this run, the total global-route usage over all layers was measured as 7.532%. The number of register pins that no clock reaches came out at 1. Per the finish-stage timing summary, setup violations number 0. The fraction of synthesis flops using an asynchronous set or reset pin is 0%. The routed wire length came out at 5831 microns. The first-pass iteration count of the detailed router is 5. The number of cells after detailed placement is 385. The detailed-route via count came out at 1746.
## cell families after synthesis
logic type,count (synthesis)
compound gates,71
simple gates,71
buf+inv,44
mux,14
fa+ha+maj,26
xor+xnor,6
latches,1
## worst paths after layout
check   start  endpoint  slack (ps)  depth (start not counted)
max    b_i[0]  alu_o[6]         580                         11
min    b_i[1]  alu_o[0]        3550                          5
## power by group
group | switching [mW] | internal (mW)
logic | 0.0901 | 0.0807
clock network | 0 | 0
registers | 0.000175 | 0.00105
## synthesized netlist by cell type (2+ instances only)
cell	instances	share of area [%]
or4_1	2	0.91
nand2_1	15	3.4
o21ai_0	16	4.9
ha_1	24	18
a211oi_1	8	3.6
a22oi_1	3	1.4
o31ai_1	3	1.4
a21o_1	2	0.91
a21oi_1	17	5.2
nor3_1	8	2.4
clkbuf_1	12	2.7
nand2b_1	3	1.1
xor2_1	3	1.6
mux4_2	4	5.5
buf_2	2	0.61
a221oi_1	6	3.2
fa_1	2	2.4
mux2i_1	6	3.6
nor2_1	19	4.3
nor4_1	2	0.76
nor2b_1	4	1.5
xnor2_1	3	1.6
inv_1	28	6.4
mux4_1	3	4.8
or2_2	2	0.76
a211o_1	2	1.1
nand3_1	9	2.7
## critical path, stage by stage
cell and delay (ps):
clkdlybuf4s50_1 750, ha_1 280, inv_1 70, fa_1 420, nand2b_1 100, a22oi_1 110, a221oi_1 320, and3_1 200
a211oi_1 50, o21ai_1 120, clkdlybuf4s50_1 480
## cell type report
type	instances	area share (%)
well taps	136	8.273
flip-flops and latches	1	0.7299
inverters	28	5.110
repair buffers	32	15.09
multi-input cells	188	70.80
## layer usage
metal	vias to the layer above	share of wire [%]
li1	880	-
met1	795	46
met2	65	45
met3	6	8.1
met4	0	0.87
met5	-	0
## per-stage QoR
step / setup slack [ps] / utilization, %
floorplan: 1641 / -
finish: 581.6 / 19.92
CTS: 570.1 / 19.92
global placement: 575.5 / 19.92
detailed placement: 572.7 / 19.92
global route: 274.6 / 19.92
Power figures rest on the tool's default switching activity, not on a simulated workload.
